### ./run.sh
#!/bin/bash
# OpenROAD 26Q1-2900-gdf79404cd8, Yosys 0.63+post, stock flow scripts
make -C /OpenROAD-flow-scripts/flow DESIGN_CONFIG=/design/flow/config.mk WORK_HOME=/design/flow/orfs finish
### ./config.mk
export PLATFORM = sky130hd
export DESIGN_NAME = Forwarding
export DESIGN_NICKNAME = Forwarding
export VERILOG_FILES = /design/flow/design.v
export SDC_FILE = /design/flow/constraint.sdc
export NUM_CORES = 4
export LEC_CHECK = 1
export CORE_AREA = 10 10 70 70
export DIE_AREA = 0 0 80 80
### ./constraint.sdc
current_design Forwarding

set clk_period 2.5
set clk_io_pct 0.2

create_clock -name clk0 -period $clk_period

set non_clock_inputs [all_inputs -no_clocks]
set_input_delay [expr $clk_period * $clk_io_pct] -clock clk0 $non_clock_inputs
set_output_delay [expr $clk_period * $clk_io_pct] -clock clk0 [all_outputs]
### ./design.v
`timescale 1ns/1ps
module Forwarding(
    RegRd_MEM,
    RegRd_WB,
    RegWrite_MEM,
    RegWrite_WB,
    RegRs_EX,
    RegRt_EX,
    ALU_src1_select,
    ALU_src2_select
	);
input  [5-1:0]  RegRd_MEM, RegRd_WB, RegRs_EX, RegRt_EX;
input  RegWrite_MEM, RegWrite_WB;
output [2-1:0]	 ALU_src1_select, ALU_src2_select;
assign ALU_src1_select = { RegWrite_MEM & (|RegRd_MEM) & (RegRd_MEM == RegRs_EX),
                        RegWrite_WB & (|RegRd_WB) & (RegRd_WB == RegRs_EX)};
assign ALU_src2_select = { RegWrite_MEM & (|RegRd_MEM) & (RegRd_MEM == RegRt_EX),
                        RegWrite_WB & (|RegRd_WB) & (RegRd_WB == RegRt_EX)};
endmodule
==> impl_metrics.tcl <==
# metrics dict for downstream scripts
set metrics [dict create \
    p_comb_share_pct 100.0 \
    stdcell_area_um2 631 \
    synth_top_cell_by_area "xnor2_1" \
    route.detailed.drc 0 \
    fp.dieW_um 80 \
    grt_overflow 0 \
    wire_per_inst_um 11.9 \
    drt_iter0_markers 6 \
    grt_pass1_wl_um 1900 \
    mi_logic_area_um2 280 \
    irDropWorstVdd_v 0.0000232 \
    syn_area_um2 248 \
    yosysWarnings 0 \
    required_ns 2.00 \
    hold_violations 0 \
    seq_area_um2 0 \
    routed_wl_um 1280 \
    tool_warnings 32 \
    antenna_cells 0 \
    p_int_w 0.0000488 \
    power_switching_w 0.0000335 \
    cp_max_fo 2 \
    utilization_pct 18.5 \
    slew_violations 0 \
    grt_start_max_net_pins 4 \
    postPlaceCellArea_um2 596 \
    num_rows 21 \
    path_buffers 2 \
    critical_path_class "in2out" \
    power_density_nw_per_um2 130 \
    dr.pass1.iters 6 \
    period_used_pct 97.4 \
    switching_share_pct 40.7 \
    fp_util_pct 7.25 \
    grt_pass1_vias 376 \
    cp_slowest_cell "clkdlybuf4s50_1" \
    n_clock_buffer 0 \
    p_clk_share_pct 0 \
    cts_hold_buf 0 \
    syn_avg_cell_area_um2 7.74 \
    most_common_cell "xnor2_1" \
    top_area_share_pct 42.4 \
    vias_per_cell 3.16 \
    flops 0 \
    vias 341 \
    slowest_delay_ns 0.53 \
    synth_seq_share_pct 0 \
    area_delta_synth_final_pct 155 \
    common_cells "xnor2_1, xor2_1, nand4_1, nor4_1" \
    placedCellCount 108 \
    cp-end-kind "output pin" \
    status "finished, final reports clean" \
    chipArea_um2 6400 \
    ant_nets 0 \
    p_leak_nw 0.291 \
    synthDistinctLibCells 6 \
    worstHoldPathType "in2out" \
    drive_gt1_share_pct 16.1 \
    cpMostUsedCell "clkdlybuf4s50_1" \
    ys_chip_area_um2 248 \
    chipHeight_um 80 \
    rsz0062_at_grt "no" \
    fillers 379 \
    p_seq_share_pct 0 \
    port_buffers 26 \
    cp-start-kind "input pin" \
    maxCapViolations 0 \
    synth.area.top_cells "xnor2_1, xor2_1, nand4_1" \
    crit_arrival_ns 1.93 \
    setup_viol 0 \
    layout.cells.non_filler 108 \
    io_pins 26 \
    whs_ns 1.49 \
    track_usage_pct 3.67 \
    worst_pin_slew_ns 0.225 \
    syn_inst 32 \
    core-area_um2 3420 \
    ys_cells 32 \
    critPathTopFamily "buffers and inverters" \
    layout_min_cycle_time_ns 2.43 \
    path_cells "clkdlybuf4s50_1, xnor2_1, nand4_1, nor4_2, clkdlybuf4s50_1" \
    slew_headroom_pct 84.9 \
    antenna_found_initial 0 \
    fmax_mhz 411 \
    gp_congestion 0.775 \
]
==> per-stage QoR <==
| step | setup slack [ns] | total power, W | setup TNS, ns |
|---|---|---|---|
| finish | 0.0654 | 0.0000823 | 0 |
| global route | 0.0131 | 0.0000887 | 0 |
| CTS | 0.00609 | 0.0000833 | 0 |
| detailed placement | -0.128 | 0.0000847 | -0.409 |
| global placement | -0.0921 | 0.0000851 | -0.339 |
| floorplan | 0.829 | 0.0000280 | 0 |
==> cells by family (layout without fill, tap and decap cells) <==
family | after synthesis | count (layout) | share of synthesized area, %
xor+xnor | 20 | 20 | 70.7
buf+inv | 0 | 30 | 0
simple gates | 12 | 12 | 29.3
==> worst paths after layout <==
| kind | slack (ns) | startpoint | depth (start not counted) | end |
|---|---|---|---|---|
| max | 0.07 | RegRs_EX[2] | 5 | ALU_src1_select[0] |
| min | 1.49 | RegRt_EX[2] | 5 | ALU_src2_select[0] |
==> power by group through the flow <==
stage | clock network (W) | registers [W] | logic [W]
6_report | 0 | 0 | 0.0000823
5_1_grt | 0 | 0 | 0.0000887
4_1_cts | 0 | 0 | 0.0000833
==> area by class of cell <==
type | count | area share, %
Multi-Input combinational cell | 32 | 44.4
Tap cell | 46 | 9.13
Timing Repair Buffer | 30 | 46.4
==> placed cells by master, fill, tap and decap left out <==
cell	count
nand4_1	4
clkdlybuf4s50_1	7
nor2_4	1
nor2_2	1
buf_4	4
nor4_2	3
or4_1	1
xor2_1	8
dlygate4sd2_1	12
dlymetal6s2s_1	7
or4_4	1
xnor2_1	12
nor4_1	1
==> repair_timing <==
item | in CTS | in global routing
setup endpoints to repair | 4 | 3
resized | 19 | 7
buffers inserted | 0 | 0
pin swaps | 5 | 3
gates cloned | 0 | 0
==> routing by layer <==
layer	wire length, µm	global-route usage [%]
met5	0	0
met4	0	0
met3	68	0.455
met2	726	7.54
met1	485	4.02
Power figures rest on the tool's default switching activity, not on a simulated workload.
