==> ./config.mk <==
export PLATFORM = sky130hd
export DESIGN_NAME = Hazard
export DESIGN_NICKNAME = Hazard
export VERILOG_FILES = /design/flow/design.v
export SDC_FILE = /design/flow/constraint.sdc
export NUM_CORES = 4
export LEC_CHECK = 1
export CORE_AREA = 10 10 70 70
export DIE_AREA = 0 0 80 80
==> ./constraint.sdc <==
current_design Hazard

set clk_period 3.1
set clk_io_pct 0.2

create_clock -name clk0 -period $clk_period

set non_clock_inputs [all_inputs -no_clocks]
set_input_delay [expr $clk_period * $clk_io_pct] -clock clk0 $non_clock_inputs
set_output_delay [expr $clk_period * $clk_io_pct] -clock clk0 [all_outputs]
==> ./design.v <==
`timescale 1ns/1ps
module Hazard(
    inst_ID,
    RegRt_EX,
    MemRead_EX,
    branch,
    PC_Write,
    IF_ID_Write,
    IF_ID_Flush,
    ID_EX_Flush,
    EX_MEM_Flush
	);
input [32-1:0] inst_ID;
input [5-1:0] RegRt_EX;
input branch, MemRead_EX;
output PC_Write, IF_ID_Write, IF_ID_Flush, ID_EX_Flush, EX_MEM_Flush;
reg    PC_Write, IF_ID_Write, IF_ID_Flush, ID_EX_Flush, EX_MEM_Flush;
always @(*) begin
    case (branch)
        1'b1: begin  
           PC_Write <= 1'b1;
           IF_ID_Write <= 1'b1;
           IF_ID_Flush <= 1'b1;
           ID_EX_Flush <= 1'b1;
           EX_MEM_Flush <= 1'b1;
        end
        1'b0: begin  
            if(MemRead_EX 
            & ((RegRt_EX == inst_ID[25:21]) | (RegRt_EX == inst_ID[20:16]))) begin
                   PC_Write <= 1'b0;
                   IF_ID_Write <= 1'b0;
                   IF_ID_Flush <= 1'b0;
                   ID_EX_Flush <= 1'b1;
                   EX_MEM_Flush <= 1'b0;
            end
            else begin
               PC_Write <= 1'b1;
               IF_ID_Write <= 1'b1;
               IF_ID_Flush <= 1'b0;
               ID_EX_Flush <= 1'b0;
               EX_MEM_Flush <= 1'b0;
            end
        end
    endcase
end
endmodule
==> ./run.sh <==
#!/bin/bash
# OpenROAD 26Q1-2900-gdf79404cd8, Yosys 0.63+post, stock flow scripts
make -C /OpenROAD-flow-scripts/flow DESIGN_CONFIG=/design/flow/config.mk WORK_HOME=/design/flow/orfs finish
==> flow_metrics.tcl <==
# place-and-route summary
set metrics [dict create \
    drc 0 \
    slew_violations 0 \
    period_used_pct 90.9 \
    num_io_pins 44 \
    drt-total-wl_um 649 \
    cts_hold_buf 0 \
    holdPathEnd "IF_ID_Flush" \
    final_cell_mix "22 x clkdlybuf4s50_1, 10 x xnor2_1, 2 x nand4_1, 2 x nand2_1" \
    postSynthCellCount 20 \
    slew_headroom_pct 87.6 \
    fp_util_pct 4.36 \
    crit_path_start_kind "input pin" \
    synth-simple-area-share_pct 21.8 \
    crit_fanout 2 \
    dp_hpwl_um 600 \
    critPathCaptureType "output pin" \
    ys_sh_adder_pct 0 \
    final-setup-viol-count 0 \
    placed_cells 85 \
    ys_sh_xor_pct 58.8 \
    synthAoiAreaFrac_pct 4.20 \
    place.gp.congestion 0.772 \
    power_mw 0.0456 \
    cp_num_buf_inv 2 \
    final-seq-area_um2 0 \
    diodes 0 \
    first_iter_violations 0 \
    cts_setup_buffers 0 \
    rsz0062_at_grt "false" \
    synth.avg_cell_area_um2 7.44 \
    portBuffers 22 \
    power_density_mw_per_mm2 113 \
    seq_cells 0 \
    instances_no_fill 85 \
    drv_cap 0 \
    fin_area_um2 404 \
    core_mm2 0.00342 \
    min_path_type "input pin to output pin" \
    die_area_mm2 0.00640 \
    grt_pass1_wl_um 924 \
    row_count 21 \
    cts_resized 0 \
    grt_overflow 0 \
    critPathLaunch "RegRt_EX[2]" \
    syn_area_um2 149 \
    seq_area_frac_synth_pct 0 \
    tightest_slew_ns 0.186 \
    placed_area_um2 404 \
    yosys-stat-area_um2 149 \
    openroad.warnings 54 \
    ant_nets 0 \
    dr_total_vias 202 \
    muxShareOfSynthArea_pct 0 \
    drive_gt1_share_pct 0 \
    logic_family "XOR/XNOR gates" \
    cpMostUsedCell "clkdlybuf4s50_1" \
    finalHoldViolCount 0 \
    outcome "finished clean" \
    area_growth_pct 171 \
    routed_via_density 2.38 \
    antenna_found_initial 0 \
    ys_types 7 \
    worst_hold_startpoint "branch" \
    fin_setup_tns_ns 0 \
    first_pass_iters 1 \
    crit_slowest_cell "clkdlybuf4s50_1" \
    grtUsageTotal_pct 1.73 \
    nClkBuffers 0 \
    die_w_um 80 \
    cp.required_ns 2.48 \
    die_height_um 80 \
    min_period_ns 2.82 \
    fmax_mhz 355 \
    path_delay_family "buffers and inverters" \
    worst_ir_drop_vdd_uv 17.0 \
    arrival_ns 2.20 \
    cellLeakagePower_nw 0.118 \
    crit_type "input pin to output pin" \
    ys_warn_count 1 \
    grt_max_degree 5 \
    ys_cells 20 \
    crit_chain "clkdlybuf4s50_1 > xnor2_1 > nand4_1 > o22ai_1 > or2_1 > clkdlybuf4s50_1" \
    layout.cells.most_common "clkdlybuf4s50_1" \
    post_drt_wl_per_cell_um 7.64 \
    slowest_delay_ns 0.51 \
    grt_pass1_vias 197 \
    whs_path_depth 2 \
]
cell usage after synthesis, drive strengths merged:
cell	number	share of area, %
buf	3	15
nand2	2	5.0
nand2b	1	4.2
nand4	2	8.4
o22ai	1	4.2
or2	1	4.2
xnor2	10	59
how the worst max path moves through the flow:
stage	to	slack, ns	cells after the start
CTS	ID_EX_Flush	0.26	6
global route	ID_EX_Flush	0.13	6
finish	ID_EX_Flush	0.28	6
routing by layer:
| layer | track usage (%) | wire length (µm) | vias up |
|---|---|---|---|
| met5 | 0 | 0 | - |
| met4 | 0 | 0 | 0 |
| met1 | 1.98 | 260 | 87 |
| met2 | 3.13 | 289 | 13 |
| met3 | 0.682 | 100 | 0 |
| li1 | - | - | 102 |
final cells by class:
| cell class | instances | area (µm²) |
|---|---|---|
| repair buffers | 22 | 220 |
| well taps | 46 | 57.6 |
| multi-input cells | 17 | 126 |
| fillers | 393 | 3010 |
through the flow:
stage	setup slack, ns	hold WS [ns]	utilization [%]
detailed placement	0.262	2.11	11.8
global placement	0.263	2.11	11.8
CTS	0.262	2.11	11.8
finish	0.281	2.11	11.8
floorplan	1.28	1.29	-
global route	0.129	2.14	11.8
kinds of logic after synthesis:
group,after synthesis
XOR/XNOR,10
AND/OR/NAND/NOR,6
buffers and inverters,3
AND-OR/OR-AND,1
report_power, final:
group	switching [mW]	total [mW]	internal [mW]	leakage, nW
Sequential	0	0	0	0
Combinational	0.0125	0.0456	0.0331	0.118
Clock	0	0	0	0
Power and IR drop assume default switching activity.
